$ cat flow/config.mk
export PLATFORM = sky130hd
export DESIGN_NAME = memory_cache
export DESIGN_NICKNAME = memory_cache
export VERILOG_FILES = /design/flow/design.v
export SDC_FILE = /design/flow/constraint.sdc
export NUM_CORES = 4
export LEC_CHECK = 1
export CORE_UTILIZATION = 30
$ cat flow/constraint.sdc
current_design memory_cache

set clk_period 1.0
set clk_io_pct 0.2

create_clock -name clk0 -period $clk_period [get_ports {clk}]

set non_clock_inputs [all_inputs -no_clocks]
set_input_delay [expr $clk_period * $clk_io_pct] -clock clk0 $non_clock_inputs
set_output_delay [expr $clk_period * $clk_io_pct] -clock clk0 [all_outputs]
$ cat flow/design.v
`timescale 1ps/100fs 
module memory_cache(clk, reset, reset2, w_reg, reg_dest, pcsrc, pc_4, rd, alu_result, pc_branch, data_mem,
							w_reg_out, reg_dest_out, pcsrc_out, pc_4_out, rd_out, alu_result_out, pc_branch_out, data_mem_out
							);
input clk, reset, w_reg, pcsrc, reset2;
input[1:0] reg_dest;
input[4:0] rd;
input[31:0] pc_4, alu_result, pc_branch, data_mem;
output reg w_reg_out, pcsrc_out;	
output reg[1:0] reg_dest_out;						
output reg[4:0] rd_out;							
output reg[31:0]  pc_4_out, alu_result_out, pc_branch_out, data_mem_out;
always@(posedge clk or posedge reset) begin
	if(reset) begin
		w_reg_out <= 0;
		pcsrc_out <= 0;
		reg_dest_out <= 0;
		rd_out <= 0;
		pc_4_out <= 0;
		alu_result_out <= 0;
		pc_branch_out <= 0;
		data_mem_out <= 0;
	end
	else if(reset2) begin
		w_reg_out <= 0;
		pcsrc_out <= 0;
		reg_dest_out <= 0;
		rd_out <= 0;
		pc_4_out <= 0;
		alu_result_out <= 0;
		pc_branch_out <= 0;
		data_mem_out <= 0;
	end
	else begin
		w_reg_out <=  w_reg;
		pcsrc_out <=  pcsrc;
		reg_dest_out <=  reg_dest;
		rd_out <=  rd;
		pc_4_out <=  pc_4;
		alu_result_out <=  alu_result;
		pc_branch_out <=  pc_branch;
		data_mem_out <=  data_mem;
	end
end
endmodule
$ cat flow/run.sh
#!/bin/bash
# OpenROAD 26Q1-2900-gdf79404cd8, Yosys 0.63+post, stock flow scripts
make -C /OpenROAD-flow-scripts/flow DESIGN_CONFIG=/design/flow/config.mk WORK_HOME=/design/flow/orfs finish
==> flow_metrics.env <==
# physical design summary
export IMPL_cts_tree="built"
export IMPL_crit_fanout=1
export IMPL_ys_seq_elements=137
export IMPL_topCellsByArea="dfrtp_1 78%, nor2b_1 19%, buf_4 0.85%, buf_2 0.80%, buf_6 0.77%"
export IMPL_path_cells="buf_2"
export IMPL_die_w_um=123
export IMPL_clk_pin_slew_ns=0.05
export IMPL_vias=3132
export IMPL_crit_path_top_delay_cell="dfrtp_1"
export IMPL_seqPwrFrac_pct=42.2
export IMPL_mostFrequentLayoutCells="138 x clkdlybuf4s50_1, 137 x nor2b_1, 137 x dfrtp_1, 137 x buf_2, 17 x clkbuf_16"
export IMPL_pwr_share_clk_pct=48.6
export IMPL_fin_ws_ns=-0.0863
export IMPL_comb_power_share_pct=9.2
export IMPL_fmax_mhz=921
export IMPL_cp_top_family="flip-flops"
export IMPL_p_leak_nw=3.73
export IMPL_status="complete, but fails checks"
export IMPL_swShare_pct=19.2
export IMPL_irDropWorstVdd_uv=1460
export IMPL_setup_worst_path_end="alu_result_out[7]"
export IMPL_remaining_drc_errors=0
export IMPL_path_depth=1
export IMPL_nFillCells=1211
export IMPL_largest_area_cell="dfrtp_1"
export IMPL_drive_gt1_share_pct=31.1
export IMPL_hold_buffers=0
export IMPL_io_buffers=276
export IMPL_synthCells=290
export IMPL_end_kind="primary output"
export IMPL_chipArea_um2=15100
export IMPL_crit_buf_inv=1
export IMPL_crit_arrival_ns=0.89
export IMPL_slew_headroom_pct=84.9
export IMPL_fp_utilization_pct=31.2
export IMPL_xor_share_pct=0
export IMPL_intPower_mw=11.3
export IMPL_final_cells=781
export IMPL_synth_top_area_share_pct=78.0
export IMPL_switchingPower_mw=2.68
export IMPL_synth_cell_type_count=6
export IMPL_io_pins=277
export IMPL_fin_util_pct=53.5
export IMPL_seqCellArea_um2=3430
export IMPL_grt_pass1_vias=3210
export IMPL_cts_max_path_buffers=2
export IMPL_timing_hold_ws_ns=0.0959
export IMPL_post_place_ws_ns=-0.0283
export IMPL_final_hold_viol_count=0
export IMPL_drt_iter0_markers=95
export IMPL_ys_sh_aoi_pct=0
export IMPL_syn2layout_area_growth_pct=71.6
export IMPL_path_class="flop to primary output"
export IMPL_fa_ha_area_share_pct=0
export IMPL_grt_max_degree=51
export IMPL_cp_required_ns=0.80
export IMPL_clock_sinks=137
export IMPL_core_um2=14100
export IMPL_place_congestion=0.786
export IMPL_ys_seq_share_pct=78.0
export IMPL_p_total_mw=14.0
export IMPL_max_cap_violations=0
export IMPL_crit_path_start_kind="flop"
export IMPL_numCtsBuffers=17
export IMPL_hp_class="input pin to flop"
export IMPL_cpPeakStageDelay_ns=0.36
export IMPL_die_height_um=123
export IMPL_grt_pass1_wl_um=17400
export IMPL_min_period_ns=1.09
export IMPL_dpl_cell_count=749
export IMPL_ys_warn_count=1
export IMPL_warnings=28
export IMPL_final_comb_area_um2=857
export IMPL_rsz0062_at_grt="true"
export IMPL_cts_root_buffer="clkbuf_16"
export IMPL_synth_simple_area_share_pct=19.5
export IMPL_p_per_area_nw_per_um2=1850
export IMPL_setup_violations_final=137
export IMPL_mux_share_pct=0
export IMPL_wirelength_um=11500
export IMPL_syn_cell_area_um2=4400
export IMPL_ys_cells=290
export IMPL_finalCritPeriodShare_pct=109
export IMPL_netlist_logic_family_top="simple AND/OR/NAND/NOR gates"
export IMPL_syn_avg_cell_area_um2=15.2
export IMPL_overflow=0
export IMPL_via_per_inst=4.01
export IMPL_htreeDepth=4
export IMPL_layout_top_cell="clkdlybuf4s50_1"
export IMPL_violations="negative setup slack"
export IMPL_routedWlPerCell_um=14.7
export IMPL_finalMaxSlewViolations=0
export IMPL_grt_usage_pct=15.9
export IMPL_setup_worst_path_start="alu_result_out[7]$_DFF_PP0_"
export IMPL_rows=43
export IMPL_postRouteAntennaNets=0
export IMPL_dp_hpwl_um=8610
export IMPL_firstDrtPassIters=4
export IMPL_antenna_diode_count=0
export IMPL_ys_area_um2=4400
export IMPL_grt_antenna_before_repair=0
export IMPL_tightest_slew_ns=0.226
cells by family (layout without fill, tap and decap cells):
| family | after synthesis | count (layout) |
|---|---|---|
| buf+inv | 16 | 327 |
| flops | 137 | 137 |
| simple gates | 137 | 137 |
how the worst min path moves through the flow:
stage                 cells past startpoint  slack, ns    from                            to
after CTS                                 2       0.09  reset2   alu_result_out[6]$_DFF_PP0_
after global routing                      2        0.1  reset2  alu_result_out[19]$_DFF_PP0_
final                                     2        0.1  reset2   alu_result_out[6]$_DFF_PP0_
layout make-up:
class	count	area share (%)
flip-flops and latches	137	45.4
well taps	180	2.99
inverters	1	0.0995
clock buffers	21	6.10
clock inverters	11	2.57
repair buffers	294	31.4
multi-input cells	137	11.4
synth_stat cells:
| library cell | n |
|---|---|
| dfrtp_1 | 137 |
| buf_6 | 3 |
| inv_1 | 1 |
| buf_4 | 5 |
| nor2b_1 | 137 |
| buf_2 | 7 |
repair_timing:
item	4_1_cts	5_1_grt
setup endpoints to repair	137	137
hold endpoints to repair	0	0
buffers inserted	0	0
gates resized	423	0
registers in the layout (all words and copies together) (netlist names):
register and flops:
pcsrc_out 1, data_mem_out 32, w_reg_out 1, alu_result_out 32
pc_branch_out 32, pc_4_out 32, reg_dest_out 2, rd_out 5
routing by layer:
metal / wire length (um) / GRT usage [%]
met5: 0 / 0
met1: 4210 / 20.9
met3: 1470 / 7.16
met4: 125 / 1.96
met2: 5680 / 25.6
power by group through the flow:
stage / Combinational, mW / Sequential [mW] / Clock (mW)
finish: 1.29 / 5.89 / 6.79
global route: 1.43 / 5.91 / 7.20
CTS: 1.32 / 5.89 / 6.96
per-stage QoR:
stage / instance area, um^2 / setup TNS (ns)
2_1_floorplan: 4400 / -124.28
6_report: 7540 / -9.19
4_1_cts: 7540 / -12.60
3_5_place_dp: 7580 / -0.0779
5_1_grt: 7540 / -15.79
3_3_place_gp: 7580 / -0.0678
Power figures rest on the tool's default switching activity, not on a simulated workload.
