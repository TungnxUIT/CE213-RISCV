===== /design/flow/design.v =====
`timescale 1ps/100fs 
module if_cache(clk, busy, reset, reset2, pc, pc_4, instruction, pc_out, pc_4_out, instruction_out);
input clk, reset, reset2, busy;
input[31:0] pc, pc_4, instruction;
output reg[31:0] pc_out, pc_4_out, instruction_out;
always@(posedge clk or posedge reset) begin
		if(reset) begin
			pc_out <= 0;
			pc_4_out <= 0;
			instruction_out <= 32'bz;
		end
		else if(reset2) begin
			pc_out <= pc;
			pc_4_out <= pc_4;
			instruction_out <= instruction;
		end
		else if(!busy) begin
		pc_out <= pc;
		pc_4_out <=  pc_4;
		instruction_out <=  instruction;
		end
end
endmodule

===== /design/flow/config.mk =====
export PLATFORM = sky130hd
export DESIGN_NAME = if_cache
export DESIGN_NICKNAME = if_cache
export VERILOG_FILES = /design/flow/design.v
export SDC_FILE = /design/flow/constraint.sdc
export NUM_CORES = 4
export LEC_CHECK = 1
export CORE_UTILIZATION = 50

===== /design/flow/run.sh =====
#!/bin/bash
# OpenROAD 26Q1-2900-gdf79404cd8, Yosys 0.63+post, stock flow scripts
make -C /OpenROAD-flow-scripts/flow DESIGN_CONFIG=/design/flow/config.mk WORK_HOME=/design/flow/orfs finish

===== /design/flow/constraint.sdc =====
current_design if_cache

set clk_period 1.1
set clk_io_pct 0.2

create_clock -name clk0 -period $clk_period [get_ports {clk}]

set non_clock_inputs [all_inputs -no_clocks]
set_input_delay [expr $clk_period * $clk_io_pct] -clock clk0 $non_clock_inputs
set_output_delay [expr $clk_period * $clk_io_pct] -clock clk0 [all_outputs]

==> flow_summary.ini <==
; implementation run metrics
[timing]
skew_ns = 0
fmax_mhz = 863.4
layout_min_cycle_time_ns = 1.158
hold_viol = 0
fin_crit_sh = 1.053
grt_setup_unrepaired = true
setup_viol = 19
maxSlewViolCount = 0
relSlewSlack = 0.8519
fin_tns_setup_ns = -0.3920
tightest_slew_ns = 0.2221
final.setup.worst_slack_ns = -0.05816

[floorplan]
core_um2 = 7292
num_rows = 31
initCoreUtil = 0.5187
fp.dieH_um = 88.98
io_pins = 196
dieWidth_um = 88.98
chipArea_um2 = 7917

[clock_network]
clk_latency_ns = 0.35
numClockSinks = 96
cts-root-buf = clkbuf_8
clockBufferDepth = 2
clk_pin_slew_ns = 0.09
numCtsBuffers = 9
cts_tree = done
htreeDepth = 3

[grt]
antenna_found_initial = 0
grt_overflow_total = 0
grt_pass1_vias = 2867
grt_util_all_layers = 0.3127
grt_pass1_wl_um = 16820
grt_max_degree = 42

[final_layout]
logic_area_um2 = 1256
syn_to_final_growth_pct = 64.94
flop_area_um2 = 2402
fillers = 383
drive_above_1_share = 0.5776
fin_cells = 563
postLayoutCellArea_um2 = 6238

[place]
place_hpwl_um = 7372
gp_congestion = 0.7631
pre_cts_ws_ns = -0.5048
dpl_cell_area_um2 = 5846
port_buffers = 195
dp.cells = 495

[worst_setup_path]
reg2reg_to = instruction_out[12]
crit_required_ns = 0.88
critical_path_arrival_ns = 0.94
cpMaxStageDelayCell = dfrtp_1
crit_path_max_fanout = 2
ff2ff_setup_slack_ns = 0.07
crit_family = flip-flops
cp_slowest_stage_delay_ns = 0.43
r2r_cells = 3
worst_setup_path_end_kind = output port
cp_cell_sequence = buf_2
startpoint_type = flip-flop
path_buffers = 1
r2r_start = instruction_out[12]
worstSetupPathType = reg -> out
cp_num_cells = 1

[min_path]
hold_path.class = in -> async

[synth]
ys.flops = 96
ys_chip_area_um2 = 3782
yosysTopAreaCellShare = 0.6351
syn_inst = 205
ys_types = 9
yosysWarningCount = 2
netlist_top_cells_area = dfrtp_1 (64%), mux2_2 (17%), mux2_4 (16%)
syn-cell-area_um2 = 3782
postSynthSeqShare = 0.6351
syn_avg_cell_area_um2 = 18.45
ys_cells = 205
yosysTopAreaCell = dfrtp_1

[power_and_ir_drop]
cellPowerDensity_nw_per_um2 = 1335
ir_drop_uv = 871.5
leakagePower_nw = 3.019

[routing]
vias = 2804
first_pass_iters = 4
wirelength_um = 11670
via_per_inst = 4.980
drt_iter0_markers = 84
n_antenna_cell = 0
wire_per_inst_um = 20.72
drc = 0
ant_nets = 0

[run_status]
violations = negative setup slack
run_status = finished, violations left

[job]
tool_warnings = 29
maxCapViolations = 0
-- layout by cell type, fill, tap and decap left out --
cell type and instances:
buf_2 96, nand2b_4 1, mux2_2 53, inv_6 1, buf_4 37, clkinvlp_4 1, buf_16 8, bufinv_16 3
buf_12 8, buf_8 2, mux2_4 43, clkbuf_1 1, clkinv_4 2, dfrtp_1 96, clkdlybuf4s50_1 97, clkbuf_8 9
clkdlybuf4s15_1 2, buf_6 4
-- kinds of logic after synthesis --
group                  count (synthesis)  synth area share
and+or+nand+nor                        1          0.003638
DFF                                   96            0.6351
muxes                                 96            0.3255
buffers and inverters                 12           0.03572
-- where the power goes --
part,switching (mW),leakage (nW),internal [mW]
combinational,0.456,1.78,1.13
sequential,0.173,1.12,3.82
clock,1.22,0.121,1.53
total,1.85,3.02,6.48
-- how the worst max path moves through the flow --
stage | start | to | slack [ns]
CTS | pc_4_out[16] | pc_4_out[16] | -0.07
global route | pc_4_out[16] | pc_4_out[16] | -0.10
finish | pc_4_out[16] | pc_4_out[16] | -0.06
-- cells in the mapped netlist (all sizes together) --
cell,n
dfrtp,96
inv,1
nand2b,1
buf,11
mux2,96
-- cell type report --
class | instances | share of cell area
inverters | 1 | 0.001203
multi-input cells | 97 | 0.2014
flip-flops and latches | 96 | 0.3851
repair buffers | 254 | 0.3534
clock buffers | 10 | 0.02046
well taps | 99 | 0.01986
clock inverters | 6 | 0.01865
-- per-layer routing --
metal,share of wire,vias up,GRT usage
li1,-,1224,-
met1,0.40,1424,0.4611
met2,0.48,133,0.4874
met3,0.094,23,0.1039
met4,0.026,0,0.06782
met5,0,-,0
-- repair_timing --
action,in CTS,in global routing
setup endpoints to repair,192,105
gates resized,335,0
cloned,8,0
setup buffers,33,15
hold buffers,0,0
pin swaps,0,0
hold endpoints to repair,0,0
-- metrics by stage --
step / power (mW) / util / hold WS [ns]
after floorplan: 4.501 / - / 0.3681
after global placement: 5.520 / 0.8016 / 0.4895
after detailed placement: 5.582 / 0.8016 / 0.4940
after CTS: 8.302 / 0.8439 / 0.3144
after global routing: 8.658 / 0.8555 / 0.3142
final: 8.330 / 0.8555 / 0.3086
-- registers in the layout (all words and copies together), names as in the netlist --
signal           cells
instruction_out     32
pc_4_out            32
pc_out              32
Power and IR drop assume default switching activity.
