`/design/flow/config.mk`:
```
export PLATFORM = sky130hd
export DESIGN_NAME = alu_cache
export DESIGN_NICKNAME = alu_cache
export VERILOG_FILES = /design/flow/design.v
export SDC_FILE = /design/flow/constraint.sdc
export NUM_CORES = 4
export LEC_CHECK = 1
export CORE_UTILIZATION = 30
```
`/design/flow/constraint.sdc`:
```
current_design alu_cache

set clk_period 1.0
set clk_io_pct 0.2

create_clock -name clk0 -period $clk_period [get_ports {clk}]

set non_clock_inputs [all_inputs -no_clocks]
set_input_delay [expr $clk_period * $clk_io_pct] -clock clk0 $non_clock_inputs
set_output_delay [expr $clk_period * $clk_io_pct] -clock clk0 [all_outputs]
```
`/design/flow/design.v`:
```
`timescale 1ps/100fs 
module alu_cache(clk, reset, reset2, w_reg, w_dm, r_dm, reg_dest, branch, pc_4, rd, alu_result, isbranch, pc_branch, data2,
						w_reg_out, w_dm_out, r_dm_out, reg_dest_out, branch_out, pc_4_out, rd_out, alu_result_out, isbranch_out, pc_branch_out, data2_out
						);
input clk, reset, w_reg, branch, isbranch, reset2;
input[1:0] w_dm, reg_dest;
input[2:0] r_dm;
input[4:0] rd;
input[31:0] pc_4, alu_result, pc_branch, data2;
output reg branch_out, isbranch_out, w_reg_out;
output reg[1:0] w_dm_out, reg_dest_out;
output reg[2:0] r_dm_out;
output reg[4:0] rd_out;
output reg[31:0] pc_4_out, alu_result_out, pc_branch_out, data2_out;
always@(posedge clk or posedge reset) begin
	if(reset) begin
		w_reg_out <= 0;
		w_dm_out <= 0;
		r_dm_out <= 0;
		reg_dest_out <= 0;
		branch_out <= 0;
		pc_4_out <= 0;
		rd_out <= 0;
		alu_result_out <= 0;
		isbranch_out <= 0;
		pc_branch_out <= 0;
		data2_out <= 0;
	end
	else if(reset2) begin
		w_reg_out <= 0;
		w_dm_out <= 0;
		r_dm_out <= 0;
		reg_dest_out <= 0;
		branch_out <= 0;
		pc_4_out <= 0;
		rd_out <= 0;
		alu_result_out <= 0;
		isbranch_out <= 0;
		pc_branch_out <= 0;
		data2_out <= 0;
	end
	else begin
		w_reg_out <=  w_reg;
		w_dm_out <=  w_dm;
		r_dm_out <=  r_dm;
		reg_dest_out <=  reg_dest;
		branch_out <=  branch;
		pc_4_out <=  pc_4;
		rd_out <=  rd;
		alu_result_out <=  alu_result;
		isbranch_out <=  isbranch;
		pc_branch_out <=  pc_branch;
		data2_out <=  data2;
	end
end
endmodule
```
`/design/flow/run.sh`:
```
#!/bin/bash
# OpenROAD 26Q1-2900-gdf79404cd8, Yosys 0.63+post, stock flow scripts
make -C /OpenROAD-flow-scripts/flow DESIGN_CONFIG=/design/flow/config.mk WORK_HOME=/design/flow/orfs finish
```
==> summary.rpt <==
==== FLOW RESULTS ====
----------------------------------------------------
[Clock network]
  Total of hold buffers inserted after clock tree synthesis ........................ 0
  Clock Pin Slew Worst Setup and Hold Paths ........................ around 60 ps
  Clock Tree Buf Depth ........................ 2
  Clock tree from TritonCTS ........................ built
  CTS Buf Count ........................ 17
  Count of H-tree levels built during CTS ........................ 4
  CTS sink count ........................ 143
  Master cell of the clock root buffer ........................ sky130_fd_sc_hd__clkbuf_16

[Routing]
  Total number of vias ........................ about 3300
  Inserted Diodes ........................ 0
  Post-detailed-routing wire length ........................ about 12000 µm
  Wire length per cell after detailed routing ........................ approximately 15 µm
  Detailed-router iteration count before antenna repair ........................ 23
  Drt first-iter violations ........................ just over 90
  Remaining number of nets flagged by the antenna check after routing ........................ 0
  Vias per Instance ........................ between 4 and 5
  DRC violation count after routing ........................ 0

[Place]
  Number of port buffers ........................ 288
  Setup Slack @ Placement ........................ -55.9 ps
  Number of cells after detailed placement ........................ 781
  Instance area at placement ........................ between 0.007 and 0.008 mm²
  GP Congestion ........................ 0.820
  HPWL reported at the end of detailed placement ........................ between 9000 and 10000 µm

[Finish]
  Count of placed standard cells in the final layout, fillers left out ........................ a little over 800
  Filler instances ........................ roughly 1300
  Area overhead of the layout relative to synthesis ........................ 69.2%
  Layout Cell Area excl Fill ........................ about 0.0077 mm²
  Share of layout cells above drive strength 1 ........................ 0.308
  Final design utilization ........................ 0.526

[Final timing]
  Slew at the pin closest to its max-slew limit ........................ 268 ps
  Final Hold Viols ........................ 0
  Final Max Slew Viols ........................ 0
  Max Clk Rate ........................ 0.913 GHz
  Worst setup slack after layout ........................ -95.3 ps
  Part of the cycle the worst path needs ........................ 1.10
  Setup violators final ........................ approximately 140
  Unrepaired setup endpoints after global routing ........................ true
  Post-layout minimum cycle time ........................ ~1100 ps
  Worst slew margin relative to its limit ........................ 0.821

[Worst setup path]
  Data arrival, critical path ........................ about 900 ps
  Crit path DRT ........................ around 800 ps
  Critical Path End Type ........................ output pin
  Crit path cell chain ........................ buf_2
  Max stage delay cell, worst path ........................ sky130_fd_sc_hd__dfrtp_1
  Family of cells with the greatest summed delay on the critical path ........................ flip-flops
  Worst setup path class ........................ register to output pin
  Count of buffering cells on the critical path with inverters included ........................ 1
  Maximum fanout along the worst path ........................ 1
  Max incr delay on CP ........................ approximately 360 ps
  Type of origin of the critical path ........................ register

[Synthesis]
  Yosys cell count ........................ roughly 300
  Post-synthesis chip area from yosys ........................ roughly 0.0046 mm²
  Most instantiated flip-flop cell in the synthesis netlist ........................ sky130_fd_sc_hd__dfrtp_1
  Proportion of synthesized chip area in sequential cells ........................ 0.783
  Max-area cell share ........................ 0.783
  Syn Area/Cell ........................ 15.1 µm²
  Post-Syn Instances ........................ ~300
  Main area contributors ........................ sky130_fd_sc_hd__dfrtp_1 (78%), sky130_fd_sc_hd__nor2b_1 (20%), sky130_fd_sc_hd__buf_4 (1.2%), sky130_fd_sc_hd__buf_2 (0.88%), sky130_fd_sc_hd__inv_1 (0.082%)
  Summed instance area of the synthesized netlist ........................ ~0.0046 mm²
  Count of unique library cells instantiated by Yosys ........................ 5
  Count of flip-flops with a built-in enable after synthesis ........................ 0
  Post-synthesis async set-or-reset flop share ........................ 1.00
  Cell type with the largest total area after synthesis ........................ sky130_fd_sc_hd__dfrtp_1
  Ranking of synthesized cells by instance count ........................ sky130_fd_sc_hd__dfrtp_1 (143), sky130_fd_sc_hd__nor2b_1 (143), sky130_fd_sc_hd__buf_2 (8), sky130_fd_sc_hd__buf_4 (7), sky130_fd_sc_hd__inv_1 (1)
  Ys Warns ........................ 1
  Post-synthesis sequential element count ........................ between 100 and 150

[Global route]
  Via count of the first global-routing pass ........................ roughly 3500
  First-pass GRT wire length ........................ roughly 19000 µm
  Antenna violations before repair ........................ 0
  Total overflow reported by the global router ........................ 0
  Total global routing track utilization ........................ 0.165
  Maximum number of pins on one net before global-route repair ........................ 38

[Floorplanning]
  Die area ........................ approximately 0.016 mm²
  Starting density of the core ........................ 0.311
  Vertical die dimension ........................ between 100 and 150 µm
  Width of the die ........................ 125 µm
  Boundary pin count ........................ between 200 and 300
  Standard-cell row count ........................ ~44
  Core Box Area ........................ 0.0147 mm²

[Worst hold path]
  Min-Delay Endpoint ........................ pc_branch_out[22]
  Hold path cells ........................ 2
  Worst hold path type ........................ primary input to register
  Hold wc startpoint ........................ reset2

[Run status]
  Violations in the final reports ........................ setup timing
  Result of the run ........................ finished, violations left

[Job]
  Tool Warnings ........................ 28
  Max-Cap Viols ........................ 0

[Power and ir drop]
  Largest vdd supply drop ........................ roughly 1200 µV
  Static Leakage ........................ 3.83 nW
  Power density relative to cell area ........................ 1710 mW/mm²

----------------------------------------------------
-- metal layers --
metal	part of all wire	global-route usage	up-vias
met4	0.017	0.0258	0
met2	0.49	0.267	182
met1	0.36	0.214	1543
met5	0	0	-
li1	-	-	1538
met3	0.13	0.0754	12
-- layout make-up --
class,instances,area (µm²),area share
flip-flops and latches,143,3580,0.463
multi-input cells,143,895,0.116
clock inverters,6,60.1,0.00777
inverters,1,7.51,0.000971
well taps,184,230,0.0298
repair buffers,310,2480,0.321
clock buffers,24,482,0.0623
-- layout by cell type, fill, tap and decap left out --
cell type,count
sky130_fd_sc_hd__clkdlybuf4s50_1,144
sky130_fd_sc_hd__clkinv_2,3
sky130_fd_sc_hd__clkbuf_8,3
sky130_fd_sc_hd__buf_2,143
sky130_fd_sc_hd__bufinv_16,1
sky130_fd_sc_hd__clkbuf_1,4
sky130_fd_sc_hd__buf_4,11
sky130_fd_sc_hd__dfrtp_1,143
sky130_fd_sc_hd__clkbuf_16,17
sky130_fd_sc_hd__nor2b_1,143
sky130_fd_sc_hd__clkinvlp_4,3
sky130_fd_sc_hd__buf_12,12
-- where the power goes --
part / switching, mW / internal (mW)
Sequential: 0.0636 / 6.08
Clock: 2.15 / 3.58
Combinational: 0.414 / 0.932
Total: 2.63 / 10.6
-- cell families (layout without fill, tap and decap cells) --
logic type,after synthesis,in the layout,share of synthesized area
buffers and inverters,16,341,0.0211
DFF,143,143,0.783
and+or+nand+nor,143,143,0.196
-- worst max path at each step --
| stage | end | cells after the start | slack, ps | startpoint |
|---|---|---|---|---|
| 4_1_cts | rd_out[4] | 1 | -130 | rd_out[4] |
| 5_1_grt | rd_out[4] | 1 | -150 | rd_out[4] |
| 6_report | rd_out[4] | 1 | -100 | rd_out[4] |
-- flip-flops by register name (all words and copies together), names as in the netlist --
| name | count |
|---|---|
| rd_out | 5 |
| w_reg_out | 1 |
| data2_out | 32 |
| pc_branch_out | 32 |
| branch_out | 1 |
| alu_result_out | 32 |
| isbranch_out | 1 |
| r_dm_out | 3 |
| pc_4_out | 32 |
| reg_dest_out | 2 |
| w_dm_out | 2 |
-- through the flow --
stage	hold slack [ps]	TNS, ps	power (mW)
finish	165	-9030	13.2
global route	164	-16220	13.9
CTS	158	-13020	13.4
detailed placement	590	-158	7.92
global placement	586	-181	7.91
floorplan	338	-141720	6.54
-- timing repair --
action                     CTS  global route
gates resized              446             0
setup buffers                0             0
pin swaps                    0             0
setup endpoints to repair  143           143
Power and IR drop assume default switching activity.
